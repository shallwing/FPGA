File: flow/config.mk
export PLATFORM = sky130hd
export DESIGN_NAME = saler
export DESIGN_NICKNAME = saler
export VERILOG_FILES = /design/flow/design.v
export SDC_FILE = /design/flow/constraint.sdc
export NUM_CORES = 4
export LEC_CHECK = 1
export CORE_AREA = 10 10 70 70
export DIE_AREA = 0 0 80 80
File: flow/constraint.sdc
current_design saler

set clk_period 1.3
set clk_io_pct 0.2

create_clock -name clk0 -period $clk_period [get_ports {clk}]

set non_clock_inputs [all_inputs -no_clocks]
set_input_delay [expr $clk_period * $clk_io_pct] -clock clk0 $non_clock_inputs
set_output_delay [expr $clk_period * $clk_io_pct] -clock clk0 [all_outputs]
File: flow/design.v
module saler
(
	input wire coin_in,
	input wire rst,
	input wire clk,
	output reg [2:0] state,
	output reg sig_out
);
reg [2:0] IDLE = 3'b000;
reg [2:0] ONE = 3'b001;
reg [2:0] TWO = 3'b010;
reg [2:0] THREE = 3'b100;
always@(posedge clk or negedge rst)
begin 
	if(1'b0 == rst)
		state <= IDLE;
	else	
		begin
			case(state)
			IDLE:
				if(1'b0 == coin_in)
					state <= state;
				else
					state <= ONE;
			ONE:
				if(1'b0 == coin_in)
					state <= state;
				else
					state <= TWO;
			TWO:
				if(1'b0 == coin_in)
					state <= state;
				else
					state <= THREE;
			THREE:
				if(1'b0 == coin_in)
					state <= IDLE;
				else
					state <= ONE;
			default: state <= IDLE;
			endcase
		end
end
always@(posedge clk or negedge rst)
begin 
	if(1'b0 == rst)
		sig_out <= 1'b0;
	else if(state == THREE)
		sig_out <= 1'b1;
	else
		sig_out <= 1'b0;
end
endmodule 
File: flow/run.sh
#!/bin/bash
# OpenROAD 26Q1-2900-gdf79404cd8, Yosys 0.63+post, stock flow scripts
make -C /OpenROAD-flow-scripts/flow DESIGN_CONFIG=/design/flow/config.mk WORK_HOME=/design/flow/orfs finish
==> results.sh <==
# source this file to load flow results
export IMPL_fmax_mhz=840
export IMPL_via_per_inst=2.06
export IMPL_path_max_fanout=4
export IMPL_status="finished clean"
export IMPL_reg2reg_slack_ps=110
export IMPL_top_cells_by_area="dfrtp_1, or3b_1, nor3b_1, a21oi_1, nand3b_1"
export IMPL_max_slew_margin_pct=87.8
export IMPL_cts_root_buffer="clkbuf_4"
export IMPL_utilization_pct=9.74
export IMPL_warning_count=25
export IMPL_synthCells=12
export IMPL_dr_pass1_iters=2
export IMPL_synth_chip_area_um2=156
export IMPL_crit_path_end_kind="register"
export IMPL_r2r_cells=4
export IMPL_die_size_y_um=80
export IMPL_synth_seq_cells=4
export IMPL_area_growth_syn_to_layout_pct=113
export IMPL_cts_path_max_buffers=2
export IMPL_synth_top_cell_by_area="dfrtp_1"
export IMPL_critPathMostFrequentCell="buf_4"
export IMPL_die_x_um=80
export IMPL_r2r_start="state[2]"
export IMPL_stdcell_count=71
export IMPL_dp_cells=64
export IMPL_drive_gt1_share_pct=28.0
export IMPL_drv_cap=0
export IMPL_crit_type="register to register"
export IMPL_wl_um=472
export IMPL_dp_slack_ps=-35.3
export IMPL_drt_initial_drc_count=38
export IMPL_gp_congestion=0.681
export IMPL_p_leak_nw=0.176
export IMPL_holdWs_ps=231
export IMPL_holdCritPathClass="primary input to asynchronous set/reset pin"
export IMPL_wl_per_cell_um=6.65
export IMPL_core_area_um2=3420
export IMPL_grt_antenna_before_repair=0
export IMPL_rsz0062_at_grt="no"
export IMPL_hold_viol_final=0
export IMPL_worstSetupStartpointType="register"
export IMPL_cp_num_buf_inv=2
export IMPL_r2r_end="state[0]"
export IMPL_yosysUniqueCellTypes=6
export IMPL_top_cell_area_share_pct=64.0
export IMPL_cts_htree_levels=1
export IMPL_track_usage_pct=1.44
export IMPL_cts_tree="done"
export IMPL_yosysWarnings=1
export IMPL_chip_area_um2=6400
export IMPL_finalSetupViolations=0
export IMPL_drv_slew=0
export IMPL_numPortBuffers=6
export IMPL_grt_pass1_wl_um=703
export IMPL_critPathTopFamily="flip-flops"
export IMPL_dp_hpwl_um=327
export IMPL_worstSkewPairLatency_ps=230
export IMPL_postSynthSeqShare_pct=64.0
export IMPL_std_cell_rows=21
export IMPL_insertedDiodeCount=0
export IMPL_ys_cells=12
export IMPL_drc=0
export IMPL_synth_area_um2=156
export IMPL_cp_cell_sequence="buf_4, buf_4, or3b_1, a21oi_1"
export IMPL_ios=7
export IMPL_slowest_delay_ps=360
export IMPL_power_density_nw_per_um2=1650
export IMPL_tightest_slew_ps=182
export IMPL_grt_pass1_vias=147
export IMPL_timing_final_ws_setup_ps=109
export IMPL_grt_max_degree=6
export IMPL_arrival_ps=1350
export IMPL_antenna_left=0
export IMPL_num_vias=146
export IMPL_setup_tns_ps=0
export IMPL_clk_pin_slew_ps=40
export IMPL_ir_drop_uv=214
export IMPL_final_cell_mix="buf_4, dfrtp_1, clkbuf_4, dlymetal6s2s_1"
export IMPL_clkSinkCount=4
export IMPL_postSynthAreaPerCell_um2=13.0
export IMPL_cts_buffers=3
export IMPL_overflow=0
export IMPL_clock_skew_ps=2.70
export IMPL_required_ps=1450
export IMPL_fin_crit_sh_pct=91.6
export IMPL_crit_slowest_cell="dfrtp_1"
export IMPL_hold_buffers=0
export IMPL_initial_core_util_pct=4.58
export IMPL_min_period_ps=1190
[cells by family after synthesis]
family,after synthesis,share of synthesized area (%)
AOI/OAI and AO/OA,2,6.40
and+or+nand+nor,6,29.6
DFF,4,64.0
[worst max path at each step]
stage / from / endpoint / slack [ps] / cells past startpoint
after CTS: state[2] / state[2] / 0.5 / 1
after global routing: state[2] / state[0] / 80 / 4
final: state[2] / state[0] / 110 / 4
[area by class of cell]
| cell class | count | area (um^2) |
|---|---|---|
| fillers | 401 | 3080 |
| flip-flops and latches | 4 | 100 |
| repair buffers | 10 | 96.3 |
| well taps | 46 | 57.6 |
| multi-input cells | 8 | 56.3 |
| clock buffers | 3 | 22.5 |
[cell usage after synthesis]
cell      n
a21oi_1   2
dfrtp_1   4
nand2b_1  1
nand3b_1  1
nor3b_1   2
or3b_1    2
[per-stage QoR]
step | total power [W] | cell area [um^2]
6_report | 0.000549 | 333
5_1_grt | 0.000595 | 333
4_1_cts | 0.000557 | 318
3_5_place_dp | 0.000357 | 274
3_3_place_gp | 0.000349 | 274
2_1_floorplan | 0.000247 | 156
[what timing repair did]
action	4_1_cts	5_1_grt
endpoints found under the setup margin	3	3
gates resized	1	3
setup buffers	3	1
[power by group]
part	internal (W)	switching, W	leakage, nW
clock network	0.000103	0.0000454	0.0138
logic	0.000140	0.0000757	0.109
registers	0.000165	0.0000210	0.0532
total	0.000407	0.000142	0.176
[per-layer routing]
metal	track usage, %	routed length [um]
met5	0	0
met3	1.82	116
met4	0.704	8
met2	1.36	136
met1	1.67	210
[flip-flops by register name, summed over array words and instances (netlist names)]
| register | cells |
|---|---|
| state | 3 |
| sig_out | 1 |
Power and IR drop assume default switching activity.
