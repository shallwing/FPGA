==> design/flow/design.v <==
module counter
(
	input wire sys_clk,
	input wire sys_rst_n,
	output reg [3:0] cnt = 4'b0000,
	output reg out
);
parameter CNT_MAX = 4'b1111;
always@(posedge sys_clk)
begin 
	if(1'b0 == sys_rst_n)
		cnt <= 4'b0000;
	else if(CNT_MAX == cnt)
		cnt <= 4'b0000;
	else
		cnt <= cnt + 4'b0001;
end
always@(posedge sys_clk or negedge sys_rst_n)
begin
	if(1'b0 == sys_rst_n)
		out <= 4'b0000;
	else begin
		if(CNT_MAX == cnt)
			out <= ~out;
		else
			out <= out;
	end
end
endmodule 
==> design/flow/config.mk <==
export PLATFORM = sky130hd
export DESIGN_NAME = counter
export DESIGN_NICKNAME = counter
export VERILOG_FILES = /design/flow/design.v
export SDC_FILE = /design/flow/constraint.sdc
export NUM_CORES = 4
export LEC_CHECK = 1
export CORE_AREA = 10 10 70 70
export DIE_AREA = 0 0 80 80
==> design/flow/constraint.sdc <==
current_design counter

set clk_period 1.7
set clk_io_pct 0.2

create_clock -name clk0 -period $clk_period [get_ports {sys_clk}]

set non_clock_inputs [all_inputs -no_clocks]
set_input_delay [expr $clk_period * $clk_io_pct] -clock clk0 $non_clock_inputs
set_output_delay [expr $clk_period * $clk_io_pct] -clock clk0 [all_outputs]
==> design/flow/run.sh <==
#!/bin/bash
# OpenROAD 26Q1-2900-gdf79404cd8, Yosys 0.63+post, stock flow scripts
make -C /OpenROAD-flow-scripts/flow DESIGN_CONFIG=/design/flow/config.mk WORK_HOME=/design/flow/orfs finish
==> notes.md <==
The flow ran to the end, and the final reports show no timing, DRC or antenna violations. The main area contributors are sky130_fd_sc_hd__dfxtp_1 44%, sky130_fd_sc_hd__dfrtp_1 14%, sky130_fd_sc_hd__xnor2_1 9.5%. The final hold violation count recorded for this run is 0. After synthesis, the chip area reported by Yosys is 184 µm². After synthesis, the most frequently instantiated cells are 4 x sky130_fd_sc_hd__dfxtp_1, 2 x sky130_fd_sc_hd__xnor2_1. The run gives 0.0104 as the met2 capacity usage during global routing.

In this run, synthesis produced a sequential element count of 5. The time the final worst path needs with I/O delays and setup is 1520 ps, and the number of buffers inserted during clock tree synthesis is 3. Walking the worst path, the cells encountered are clkdlybuf4s50_1. The detailed-routing iteration count for the pre-antenna-repair pass is 1. With the fraction of registers with async set or reset after synthesis at 0.200, the minimum setup slack after placement is 431 ps. Global routing usage on met3: 0.0170. The critical-path maximum fanout works out to 5. The horizontal die dimension works out to 80 µm.

The tree is rooted in a sky130_fd_sc_hd__clkbuf_4. Setup repair after global routing left no endpoint under its margin. For the worst-case clock buffer depth, the log shows 2. Relative slew slack: 0.862.

The tools report the global routing met1 resource utilization as 0.0260. STA classifies the critical path endpoint as a primary output. The cell row count is 21. The registers of the reported paths see a clock transition of 40 ps. The synth_stat.txt file lists the number of cells as 16.

The script logs the mean routed wire length per placed instance as 6.85 µm. The finished cells cover 328 µm². The number of clock sinks came to 5. With the tally of non-filler cells in the final layout at 72, the slew at the pin closest to its max-slew limit is 207 ps. In the final report, the number of endpoints failing setup comes to 0. The number of global-route vias before repair was 147.

The tools report the number of buffers inserted by hold repair at cts as 0. The routed design has 493 µm of wire. The run gives 0.435 for the share of the synthesized area in the top cell type. The type of the most critical hold path was in -> async. For the final routed database, the setup TNS stands at 0 ps. IR analysis of the VDD net gives a maximum drop of 0.345 mV. The sum of buffers and inverters on the critical path was 1. The category of cells accounting for the largest share of critical-path delay was buffers and inverters. The routed layout has 159 vias. The count of buffers added by post-CTS timing repair for setup came out at 0. Summing over the stages, the warning tally comes to 25. For this design the static power due to leakage is 0.121 nW. The data required time reported for the critical path is 1360 ps. The period utilization is 0.892. The number of antenna repair diodes is 0, and the final global-route overflow total is 0.

TritonCTS built the clock tree. Most common cell in the netlist: sky130_fd_sc_hd__dfxtp_1. With the area after detailed placement at 302 µm², the number of port buffers is 6. After synthesis, the mean cell area works out to 11.5 µm². The I/O pin total came out at 7.

The run gives 6400 µm² for the chip footprint. For the count of cells resized by post-cts repair, the log shows 0. The vertical die size came out at 80 µm. The number of warnings reported in the yosys synthesis log is 1.

The highest clock rate was 660 MHz; the growth of design area from synthesis to finish was 78.2%. The worst setup path is launched from a flop. The run gives 240 ps for the insertion delay at the late pin of the worst-skew pair. The run gives 731 µm as the first-pass GRT wire length. The logs give 3420 µm² for the area inside the core boundary and 0 for the number of violations reported at the end of detailed-routing iteration 0. For the number of remaining DRC errors, the log shows 0. The least setup slack across all paths after layout is 184 ps. The tools report the number of instances in the synthesized netlist as 16.

Looking at the critical path, the single cell with the biggest stage delay is sky130_fd_sc_hd__clkdlybuf4s50_1. In this run, synthesis inferred 0 flip-flops with an integrated enable. Number of H-tree levels: 1. In this run the most used layer during global routing was met1. For the floorplan-stage core utilization, the log shows 0.0538.

The run gives 0.115 for the proportion of layout cells with a drive suffix above 1. The final hold slack was 263 ps. The share of the yosys chip area belonging to registers is 0.571.

Summing internal, switching and leakage power gives 296 µW. Pin count of the biggest net entering global routing: 6. Looking at area per cell type in the netlist, the leader is sky130_fd_sc_hd__dfxtp_1. The flow reported a cell area power density of 904 nW/µm². With the combined area of all synthesized cells at 184 µm², the remaining antenna violation count is 0. The global-route total usage across every layer was 0.0158; the max-slew violation count was 0. The post-route clock skew is 4.32 ps. The number of antenna violations at the first check in global routing is 0. Critical path class: reg -> out. The run gives 1180 ps as the data arrival time of the critical path.

The placer congestion estimate is 0.650, and the number of max-cap violations is 0. After detailed routing, the number of vias per cell comes to 2.21. Utilization after layout: 0.0960.

The run gives 510 ps for the delay contributed by the slowest stage of the critical path. For this run, the leading register cell type out of synthesis is sky130_fd_sc_hd__dfxtp_1. In the Yosys stats the netlist draws on 12 distinct library cells. The detailed placer reported the number of placed instances as 68.
==> worst paths after layout <==
path                       startpoint      to  slack (ps)  cells past startpoint
min reg2reg                       out     out         480                      1
min in group clk0                 out     out         480                      1
max reg2reg                    cnt[0]  cnt[1]         600                      3
max in group asynchronous   sys_rst_n     out        1320                      1
min                         sys_rst_n     out         260                      1
max                            cnt[2]  cnt[2]         180                      1
==> registers in the layout, summed over array words and instances (netlist names) <==
signal  count
cnt         4
out         1
==> per-layer routing <==
| metal | vias to the layer above | wire (µm) |
|---|---|---|
| li1 | 82 | - |
| met5 | - | 0 |
| met1 | 67 | 313 |
| met3 | 0 | 72 |
| met4 | 0 | 0 |
| met2 | 10 | 107 |
==> cells in the final DEF, fill, tap and decap left out <==
cell type and count:
sky130_fd_sc_hd__clkbuf_4 3, sky130_fd_sc_hd__ha_1 1, sky130_fd_sc_hd__inv_1 1, sky130_fd_sc_hd__nor2_1 1, sky130_fd_sc_hd__a311oi_1 1, sky130_fd_sc_hd__nor3b_1 1
sky130_fd_sc_hd__clkbuf_1 1, sky130_fd_sc_hd__and3_1 1, sky130_fd_sc_hd__a21o_1 1, sky130_fd_sc_hd__nand3_1 1, sky130_fd_sc_hd__dfxtp_1 4, sky130_fd_sc_hd__xnor2_1 2
sky130_fd_sc_hd__a31oi_1 1, sky130_fd_sc_hd__clkdlybuf4s50_1 6, sky130_fd_sc_hd__dfrtp_1 1
==> power breakdown <==
group | total, mW | internal (mW) | leakage [nW] | switching (mW)
Sequential | 0.133 | 0.124 | 0.0468 | 0.00836
Clock | 0.138 | 0.0887 | 0.0150 | 0.0489
Combinational | 0.0260 | 0.0183 | 0.0594 | 0.00762
==> cells by family after synthesis <==
logic type | after synthesis | share of synthesized area
simple gates | 4 | 0.122
flops | 5 | 0.571
fa+ha+maj | 1 | 0.0680
buf+inv | 1 | 0.0204
compound gates | 3 | 0.122
xor+xnor | 2 | 0.0953
==> cell type report <==
| type | count | area (µm²) |
|---|---|---|
| multi-input cells | 10 | 75.1 |
| inverters | 1 | 3.75 |
| well taps | 46 | 57.6 |
| repair buffers | 6 | 60.1 |
| flip-flops and latches | 5 | 105 |
| fillers | 402 | 3090 |
| clock buffers | 4 | 26.3 |
==> worst reg2reg max path: cells and delay by family, from the launching register on <==
family                     cells  cell delay [ps]
DFF                            1              400
adders and majority gates      1              230
and+or+nand+nor                2              360
Power is estimated from default activity; no workload was simulated.
