`flow/config.mk`:
```
export PLATFORM = sky130hd
export DESIGN_NAME = beep
export DESIGN_NICKNAME = beep
export VERILOG_FILES = /design/flow/design.v
export SDC_FILE = /design/flow/constraint.sdc
export NUM_CORES = 4
export LEC_CHECK = 1
export CORE_UTILIZATION = 50
```
`flow/constraint.sdc`:
```
current_design beep

set clk_period 4.5
set clk_io_pct 0.2

create_clock -name clk0 -period $clk_period [get_ports {clk}]

set non_clock_inputs [all_inputs -no_clocks]
set_input_delay [expr $clk_period * $clk_io_pct] -clock clk0 $non_clock_inputs
set_output_delay [expr $clk_period * $clk_io_pct] -clock clk0 [all_outputs]
```
`flow/design.v`:
```
module beep
#(
	parameter CNT_MAX = 25'd24_999_999,
	parameter DO = 18'd190839,
	parameter RE = 18'd170067,
	parameter MI = 18'd151515,
	parameter FA = 18'd143266,
	parameter SO = 18'd127551,
	parameter LA = 18'd113636,
	parameter XI = 18'd101214
)
(
	input wire rst,
	input wire clk,
	output reg beep
);
reg [24:0] 			cnt				;
reg [2:0]  			cnt_500ms		;
reg [17:0]			freq_cnt			;
reg [17:0]			freq_data		;
wire [16:0]		duty_data			;
always@(posedge clk or negedge rst)
	if(rst == 1'b0)
		cnt <= 25'd0;
	else if(CNT_MAX == cnt)
		cnt <= 25'd0;
	else
		cnt <= cnt + 1'b1;
always@(posedge clk or negedge rst)
	if(rst == 1'b0)
		cnt_500ms <= 3'd0;
	else if((3'd6 == cnt_500ms) && (CNT_MAX == cnt))
		cnt_500ms <= 3'd0;
	else if(CNT_MAX == cnt)
		cnt_500ms <= 1'b1 + cnt_500ms;
	else
		cnt_500ms <= cnt_500ms;
always@(posedge clk or negedge rst)
	if(rst == 1'b0)
		freq_cnt <= 3'd0;
	else if((freq_data == freq_cnt) || (CNT_MAX == cnt))
		freq_cnt <= 18'd0;
	else 
		freq_cnt <= freq_cnt + 18'b1;
always@(posedge clk or negedge rst)
	if(rst == 1'b0)
		freq_data <= DO;
	else 
		case(cnt_500ms)
			3'd0:freq_data <= DO;
			3'd1:freq_data <= RE;
			3'd2:freq_data <= MI;
			3'd3:freq_data <= FA;
			3'd4:freq_data <= SO;
			3'd5:freq_data <= LA;
			3'd6:freq_data <= XI;
			default:freq_data <= DO;
		endcase
assign duty_data = freq_data >> 1;
always@(posedge clk or negedge rst)
	if(rst == 1'b0)
		beep <= 1'b0;
	else if(freq_cnt >= duty_data)
		beep <= 1'b1;
	else
		beep <= 1'b0;
endmodule 
```
`flow/run.sh`:
```
#!/bin/bash
# OpenROAD 26Q1-2900-gdf79404cd8, Yosys 0.63+post, stock flow scripts
make -C /OpenROAD-flow-scripts/flow DESIGN_CONFIG=/design/flow/config.mk WORK_HOME=/design/flow/orfs finish
```
==> out/results.env <==
OUTCOME='finished clean'
DESIGN_AREA_MM2=0.00378
SLOWEST_DELAY_NS=0.71
PIN_COUNT_OF_THE_BIGGEST_NET_ENTERING_GLOBAL_ROUTING=51
CORE_REGION_AREA_MM2=0.00679
POST_CTS_HOLD_BUFFER_COUNT=0
ROUTED_VIA_DENSITY=5.12
DRT_PRE_ANTENNA_ITERS=6
POSTCTSSETUPREPAIRBUFS=0
TOP_LEVEL_PORTS=3
SETUP_VIOL_COUNT_FINAL=0
GATE_POWER_SHARE_PCT=1.1
FINAL.SETUP.TNS_NS=0
TIMING.FINAL.WS_SETUP_NS=2.34
BUFFER_PORTS.INSERTED=2
CRITICAL_PATH_CLASS='reg -> reg'
WORSTHOLDPATHTYPE='in -> async'
POWER.CLOCK.FRACTION_PCT=42.5
PEAKVDDDROP_uV=179
WL_PER_CELL_UM=13.5
SYN-INSTANCE-COUNT=361
MEAN_SYN_CELL_AREA_UM2=9.70
POST-DP-HPWL_MM=4.49
GLOBALROUTETOTALUTIL_PCT=20.1
CRITICAL_PATH.ENDPOINT_TYPE='flip-flop'
GRT_FIRST_PASS_WIRELENGTH_MM=11.2
CRITPATHMAXFANOUT=22
NUM_VIAS=2396
CLOCK_INSERTION_DELAY_WORST_SKEW_NS=0.33
YOSYS.STAT.CHIPAREA_MM2=0.00350
FINAL.SETUP_SKEW_NS=0.0112
REQUIRED_TIME_OF_THE_WORST_SETUP_PATH_NS=4.72
ACHIEVABLE-FREQUENCY_MHz=464
RSZ0062_AT_GRT='no'
FINALCRITPERIODSHARE_PCT=47.9
MAXCAPVIOLCOUNT=0
OVERFLOW=0
SYNTH_LARGEST_TYPE_AREA_FRACTION_PCT=37.9
DIE_AREA_MM2=0.00734
DRT_ITER0_DRC=78
ROUTE.ANTENNA.REMAINING_NETS=0
PATH_CELLS='ha_1 > nand3_1 > nor2_1 > and4_1 > nand3b_1 > o21ai_0'
CTS.PATH.MAX_BUFFERS=2
YOSYS.STAT.SEQSHARE_PCT=46.1
TOP_CELLS_BY_AREA='sky130_fd_sc_hd__dfrtp_1, sky130_fd_sc_hd__ha_1, sky130_fd_sc_hd__xor2_1'
FINALHOLDVIOLATIONS=0
MAPPEDNETLISTAREA_MM2=0.00350
TRITONCTS='done'
NUMSYNTHFLOPS=64
LEAKAGEPOWER_nW=1.82
HTREEDEPTH=3
DIE_Y_UM=85.7
WL_MM=6.33
ANTENNA-DIODE-COUNT=0
CTS_ROOT_BUF='sky130_fd_sc_hd__clkbuf_8'
POST_CTS_RESIZED=0
SLEW-LIMIT-HEADROOM_PCT=45.3
SYNTH_WARNINGS=1
WORSTMARGINPINSLEW_NS=0.820
FIRST_GLOBAL_VIAS=2388
FLOORPLANUTILIZATION_PCT=51.5
ROWS=30
NETSWITCHINGFRACTION_PCT=21.2
YS_TYPES=41
PLACE_AREA_MM2=0.00360
SYNTH_STAT.CELLS=361
TOOL_WARNINGS=28
SYN_TO_FINAL_GROWTH_PCT=7.90
PRECTSSETUPSLACK_NS=2.29
INTERNAL-POWER_W=0.000805
GP_CONGESTION=0.879
NFILLCELLS=587
WORST_SETUP_PATH_START_KIND='flip-flop'
POWER.DENSITY_CELL_AREA_mW_PER_MM2=270
ANTENNA_FOUND_INITIAL=0
POWER.SEQUENTIAL.FRACTION_PCT=56.3
DIE.SIZE.X_UM=85.7
CRIT_PATH_TOP_DELAY_CELL='sky130_fd_sc_hd__and4_1'
CRITICAL_PATH_ARRIVAL_NS=2.37
TIMING.FINAL.CRIT_PERIOD_NS=2.16
TOP_AREA_CELL='sky130_fd_sc_hd__dfrtp_1'
FINAL-MAX-SLEW-VIOLATION-COUNT=0
FINAL_LAYOUT_SIZE_SUFFIX_GT1_SHARE_PCT=8.87
CLOCK_BUFFERS_CREATED_BY_TRITONCTS=9
WORST_SETUP_HOLD_PATH_CLK_SLEW_NS=0.07
DRC=0
NETSWITCHINGPOWER_W=0.000217
CLOCK-SINKS=64
-- kinds of logic (layout without fill, tap and decap cells) --
kind of cell	after synthesis	count (layout)	share of synthesized area, %
AND-OR/OR-AND	34	34	6.25
flip-flops	64	64	46.1
adder cells (fa/ha/maj)	24	24	8.57
buffers and inverters	33	44	3.89
XOR/XNOR	52	52	13.0
AND/OR/NAND/NOR	154	154	22.2
-- worst paths after layout --
check,from,end,slack (ns),cells past startpoint
worst max register to register,cnt[0]$_DFF_PN0_,cnt[21]$_DFF_PN0_,2.34,6
worst min register to register,cnt[22]$_DFF_PN0_,cnt[22]$_DFF_PN0_,0.48,1
max in group asynchronous,rst,cnt[14]$_DFF_PN0_,3.10,2
worst min-delay path,rst,beep$_DFF_PN0_,0.46,1
worst max-delay path,cnt[0]$_DFF_PN0_,cnt[21]$_DFF_PN0_,2.34,6
min in group clk0,cnt[22]$_DFF_PN0_,cnt[22]$_DFF_PN0_,0.48,1
-- layout make-up --
class / count / area (µm²) / share of cell area (%)
multi-input cells: 264 / 1750 / 46.3
clock inverters: 3 / 17.5 / 0.464
flip-flops and latches: 64 / 1620 / 42.7
well taps: 96 / 120 / 3.18
inverters: 25 / 93.8 / 2.48
clock buffers: 13 / 159 / 4.21
repair buffers: 3 / 22.5 / 0.596
-- worst max-delay path, delay by kind of cell, from the launching register on --
family	cells	cell delay (ns)
compound gates	1	0.07
flops	1	0.39
simple gates	4	1.36
fa+ha+maj	1	0.22
-- Yosys cell counts --
library cell,n
sky130_fd_sc_hd__o31ai_1,2
sky130_fd_sc_hd__and2_1,1
sky130_fd_sc_hd__buf_2,1
sky130_fd_sc_hd__o2111ai_1,1
sky130_fd_sc_hd__buf_6,1
sky130_fd_sc_hd__nor2_1,48
sky130_fd_sc_hd__o21ai_2,1
sky130_fd_sc_hd__o211ai_1,2
sky130_fd_sc_hd__nand2_1,27
sky130_fd_sc_hd__nor3_1,6
sky130_fd_sc_hd__xor2_1,34
sky130_fd_sc_hd__nand3b_1,4
sky130_fd_sc_hd__a21oi_1,6
sky130_fd_sc_hd__inv_1,25
sky130_fd_sc_hd__nand3_1,21
sky130_fd_sc_hd__a22oi_1,2
sky130_fd_sc_hd__a31o_2,1
sky130_fd_sc_hd__o22ai_1,2
sky130_fd_sc_hd__ha_1,24
sky130_fd_sc_hd__a211oi_1,3
sky130_fd_sc_hd__and3_1,11
sky130_fd_sc_hd__clkbuf_1,5
sky130_fd_sc_hd__or2_2,1
sky130_fd_sc_hd__and4_1,1
sky130_fd_sc_hd__dfrtp_1,53
sky130_fd_sc_hd__xnor2_1,18
sky130_fd_sc_hd__or3_1,1
sky130_fd_sc_hd__or4_4,1
sky130_fd_sc_hd__or4_1,1
sky130_fd_sc_hd__nand4_1,13
sky130_fd_sc_hd__or4b_1,2
sky130_fd_sc_hd__o21ai_1,1
sky130_fd_sc_hd__dfstp_2,11
sky130_fd_sc_hd__nand2b_1,6
sky130_fd_sc_hd__buf_4,1
sky130_fd_sc_hd__a21o_1,4
sky130_fd_sc_hd__nor4_2,2
sky130_fd_sc_hd__o21bai_1,1
sky130_fd_sc_hd__nor4_1,7
sky130_fd_sc_hd__o21ai_0,8
sky130_fd_sc_hd__nor2b_1,1
-- cells in the final DEF (no fill, tap or decap), drive strengths merged, types with 3 or more instances in the layout --
| cell type | instances |
|---|---|
| nand3b | 4 |
| nand2b | 6 |
| nor3 | 6 |
| dfrtp | 53 |
| nand2 | 27 |
| nand4 | 13 |
| clkbuf | 13 |
| a21o | 4 |
| xor2 | 34 |
| a21oi | 6 |
| and3 | 11 |
| nand3 | 21 |
| ha | 24 |
| dfstp | 11 |
| a211oi | 3 |
| o21ai | 10 |
| inv | 25 |
| nor2 | 48 |
| nor4 | 9 |
| xnor2 | 18 |
-- power groups by stage --
stage	clock network [W]	logic (W)	registers, W
global route	0.000473	0.0000144	0.000575
CTS	0.000451	0.0000126	0.000576
finish	0.000435	0.0000116	0.000576
-- per-stage QoR --
stage               std cells  hold WS, ns  utilization (%)  power, W
floorplan                 361        0.437                -  0.000586
global placement          452        0.453             53.0  0.000599
detailed placement        452        0.464             53.0  0.000599
CTS                       468        0.462             55.6   0.00104
global route              468        0.459             55.6   0.00106
finish                    468        0.460             55.6   0.00102
-- sequential cells by signal, summed over array words and instances (netlist names) --
register,count
freq_data,17
beep,1
cnt,25
cnt_500ms,3
freq_cnt,18
-- per-layer routing --
layer	vias up	share of wire, %	global-route usage [%]
li1	1244	-	-
met1	1112	48	30.7
met2	28	47	31.6
met3	12	2.9	4.79
met4	0	2.0	3.33
met5	-	0	0
Power and IR drop assume default switching activity.
